File: flow/design.v
module l04p02q_minmax (
    input [7:0] number_1,
    input [7:0] number_2,
    input [7:0] number_3,
    input [7:0] number_4,
    output reg [7:0] min,
    output reg [7:0] max
);
always begin
    min = number_1;
    max = number_1;
    if (number_2 > max) max = number_2;
    if (number_3 > max) max = number_3;
    if (number_4 > max) max = number_4;
    if (number_2 < min) min = number_2;
    if (number_3 < min) min = number_3;
    if (number_4 < min) min = number_4;
end
endmodule
File: flow/constraint.sdc
current_design l04p02q_minmax

set clk_period 15.7
set clk_io_pct 0.2

create_clock -name clk0 -period $clk_period

set non_clock_inputs [all_inputs -no_clocks]
set_input_delay [expr $clk_period * $clk_io_pct] -clock clk0 $non_clock_inputs
set_output_delay [expr $clk_period * $clk_io_pct] -clock clk0 [all_outputs]
File: flow/run.sh
#!/bin/bash
# OpenROAD 26Q1-2900-gdf79404cd8, Yosys 0.63+post, stock flow scripts
make -C /OpenROAD-flow-scripts/flow DESIGN_CONFIG=/design/flow/config.mk WORK_HOME=/design/flow/orfs finish
File: flow/config.mk
export PLATFORM = sky130hd
export DESIGN_NAME = l04p02q_minmax
export DESIGN_NICKNAME = l04p02q_minmax
export VERILOG_FILES = /design/flow/design.v
export SDC_FILE = /design/flow/constraint.sdc
export NUM_CORES = 4
export LEC_CHECK = 1
export CORE_UTILIZATION = 30
==> changes_impl.md <==
### Changed

* Status: completed
* Chip area at 0.00619 sq mm
* Die height at 78.7 microns
* Crit path time final at 12650 ps
* DRC at 0
* RSZ-0062 raised after global routing: no
* Clock Buffer Count at 0
* Busiest grt layer: met1
* Via count at 1882
* VDD IR max at 28.1 uV
* DR pass1 iterations at 4
* Slew Viols, Final at 0
* Setup TNS at 0 ps
* Final wirelength at 4.92 mm
* Global route overflow at 0
* Global-route usage over all layers at 16.4%
* Total chip power at 0.149 mW
* Post-DP HPWL at 4.31 mm
* Synth Warn # at 1
* Max Cap Viol at 0
* Met3 Use GR at 1.30%
* Detail Route Antenna Nets at 0
* # Cells Yosys at 241
* Area growth, synth to finish at 32.3%
* WP data required at 12560 ps
* Crit end category: primary output
* Met2 global-route usage at 25.0%
* Max Clk Rate at 0.0790 GHz
* WP data arrival at 9510 ps
* Slowest cell on crit path: clkdlybuf4s50_1
* Vias in the first global route at roughly 1700
* Crit path launch type: input port
* Min-Delay Startpoint: number_4[7]
* Flop area at 0 sq um
* Initial DRC Count at 38
* Core ar. at 0.00557 sq mm
* Syn Area/Cell at 7.32 sq um
* Initial antenna violation count at 0
* Hold worst-path end: min[7]
* Std-Cell Rows at 27
* Io pins at 48
* Synth cell types at between 40 and 50
* GP Congestion at ~0.9
* Static Leak at 1.08 nW
* Antenna cells at 0
* DR WL/cell at 13.7 microns
* GRT met1 Usage at 26.0%
* Post-layout util at roughly two fifths
* Post-CTS repair timing setup buffer count at 0
* Cells after Synth at 241
* Type of the most critical hold path: input port to primary output
* Layout filler cell count at 560
* Post-synth seq share at 0%
* Worst-margin pin slew at just under 800 ps
* Hold Path Depth at 4
* Placed inst area at 0.00233 sq mm
* Registers at 0
* Post-synthesis cell area at 0.00176 sq mm
* CP max FO at 9
* Setup violators final at 0
* Post_cts resized at 0
* Commonest Layout Cell: clkdlybuf4s50_1
* Largest net degree at the start of global routing at 11
* PwrDens at 63.9 mW/mm^2
* YS chip area at 0.00176 sq mm
* Layout cell share with drive strength beyond 1 at about a tenth
* Chip Width at slightly below 80 microns
* Tool warnings at 32
* Vias/cell at 5.23
* PortBufs at 48
* CP peak stage delay at 530 ps
* Max-slew headroom at 48.4%
* Crit path kind: input port to primary output
* # hold bufs at CTS at 0
* First-pass GRT wire length at 8.18 mm
* Final Hold Vio Count at 0
* Commonest cells after routing, fill and taps aside: clkdlybuf4s50_1, ha_1, inv_1, nand2_1, nor2_1
* Core Util at FP at 31.6%
* Post-route clock period utilization at between 80% and 90%
* Finished Cell Area at ~0.0023 sq mm
worst max-delay path: cells and delay by family:
kind | cells | cell delay [ps]
compound gates | 11 | 2380
buf+inv | 5 | 1470
simple gates | 7 | 1350
mux | 1 | 430
fa+ha+maj | 3 | 750
metal layers:
metal | up-vias | routed length (microns) | part of all wire, %
li1 | 1003 | - | -
met1 | 827 | 2560 | 52
met2 | 50 | 2070 | 42
met3 | 2 | 270 | 5.5
met4 | 0 | 22 | 0.45
met5 | - | 0 | 0
worst max-delay path by stage:
stage	startpoint	endpoint	slack, ps	cells after the start
after CTS	number_1[1]	max[3]	3080	27
after global routing	number_1[1]	max[2]	2460	27
final	number_1[1]	max[3]	3050	27
per-stage QoR:
stage | hold slack [ps] | std cells | setup WS [ps]
2_1_floorplan | 6330 | 241 | 4740
3_3_place_gp | 7280 | 360 | 3230
3_5_place_dp | 7290 | 360 | 3110
4_1_cts | 7290 | 360 | 3080
5_1_grt | 7300 | 360 | 2460
6_report | 7280 | 360 | 3050
cell families after synthesis:
group / share of synthesized area (%)
fa+ha+maj: 26.3
compound gates: 33.3
buf+inv: 7.52
mux: 12.3
simple gates: 20.6
synthesized netlist by cell type, types with 2 or more instances:
cell type  number  area [sq um]
o211ai_1        2          15.0
o21ai_1         4          20.0
or3_1           2          12.5
a31oi_1         7          43.8
a211oi_1        6          45.0
or2_1           6          37.5
o21ai_0        15          75.1
nand3_1        10          50.1
o21a_1          2          15.0
nor2b_1         3          18.8
nand4_1         5          31.3
nand2_1        16          60.1
o31ai_1         8          60.1
o211ai_2        3          37.5
nand2b_1        3          18.8
a211oi_2        3          37.5
mux2_2          6          67.6
a21o_1          6          45.0
ha_1           37           463
a21oi_1        11          55.1
a21oi_2         2          17.5
nor2_1         16          60.1
inv_1          33           124
nand2_2         2          12.5
mux2i_1        15           150
area by class of cell:
cell class | count | area (sq um) | share of cell area, %
Tap cell | 72 | 90.1 | 3.86
Multi-Input combinational cell | 206 | 1630 | 69.9
Timing Repair Buffer | 49 | 488 | 20.9
Inverter | 33 | 124 | 5.31
where the power goes:
group	internal [mW]	leakage [nW]	switching, mW	total (mW)
clock network	0	0	0	0
registers	0	0	0	0
logic	0.0774	1.08	0.0716	0.149
total	0.0774	1.08	0.0716	0.149
Power figures rest on the tool's default switching activity, not on a simulated workload.
